## /design/flow/config.mk

```make
export PLATFORM = sky130hd
export DESIGN_NAME = freq_div_led8_pipe
export DESIGN_NICKNAME = freq_div_led8_pipe
export VERILOG_FILES = /design/flow/design.v
export SDC_FILE = /design/flow/constraint.sdc
export NUM_CORES = 4
export LEC_CHECK = 1
export CORE_AREA = 10 10 88 88
export DIE_AREA = 0 0 98 98
```

## /design/flow/constraint.sdc

```tcl
current_design freq_div_led8_pipe

set clk_period 2.2
set clk_io_pct 0.2

create_clock -name clk0 -period $clk_period [get_ports {clock}]

set non_clock_inputs [all_inputs -no_clocks]
set_input_delay [expr $clk_period * $clk_io_pct] -clock clk0 $non_clock_inputs
set_output_delay [expr $clk_period * $clk_io_pct] -clock clk0 [all_outputs]
```

## /design/flow/design.v

```verilog
`timescale 1ns/100ps
`timescale 1ns/100ps
module freq_div (
  reset_n,
  clockin,
  datain,
  clockout
);
  input             reset_n;
  input             clockin;
  input  [7:0]      datain;
  output            clockout;
  reg               clockout;
  reg    [7:0]      counter;
  always @( posedge clockin or negedge reset_n ) begin
    if ( ~reset_n ) begin
       counter <= 8'h00; 
    end
    else if ( ~|counter ) begin
       counter <= datain - 8'h01;        
    end
    else begin
       counter <= counter - 8'h01;
    end
  end
  always @( posedge clockin or negedge reset_n ) begin
    if ( ~reset_n ) begin
       clockout <= 1'b0; 
    end
    else if ( ~|counter ) begin
       clockout <= ~clockout; 
    end
  end
endmodule
`timescale 1ns/100ps
module freq_div_led8_pipe (
                           reset_n,
                           clock,
                           datain,
                           diode
                          );
  input              reset_n;
  input              clock;
  input  [7:0]       datain;
  output [7:0]       diode;
  wire               clockout;
  led8_pipe led8_pipe (
    .reset_n ( reset_n  ),
    .clock   ( clockout ),
    .diode   ( diode    )
  );
  freq_div freq_div (
    .reset_n ( reset_n  ),
    .clockin ( clock    ),
    .datain  ( datain   ),
    .clockout( clockout )
  );
endmodule
module led8_pipe (
                  reset_n,
                  clock,
                  diode
                 );
  input             reset_n;
  input             clock;
  output [7:0]      diode;
  reg    [7:0]      diode;
  always @( posedge clock or negedge reset_n ) begin
    if ( ~reset_n ) begin
       diode[7:0] <= 8'b0000_0001;
    end
    else begin
      diode[0] <= diode[7];
      diode[1] <= diode[0];
      diode[2] <= diode[1];
      diode[3] <= diode[2];
      diode[4] <= diode[3];
      diode[5] <= diode[4];
      diode[6] <= diode[5];
      diode[7] <= diode[6];
    end
  end
endmodule
```

## /design/flow/run.sh

```bash
#!/bin/bash
# OpenROAD 26Q1-2900-gdf79404cd8, Yosys 0.63+post, stock flow scripts
make -C /OpenROAD-flow-scripts/flow DESIGN_CONFIG=/design/flow/config.mk WORK_HOME=/design/flow/orfs finish
```

==> flow_summary.toml <==
# yosys + openroad results
[power]
seq_power_share = 0.414
netSwitchingFraction = 0.210
power_leakage_nw = 0.478
power_density_mw_per_mm2 = 330
reported_net_switching_power_uw = 84.0
worst_ir_drop_vdd_uv = 160
p_int_uw = 317
combinationalPowerShare = 0.112
clockPowerShare = 0.474

[final_timing]
unclocked_pins = 8
unrepaired_setup_endpoints_after_global_routing = "yes"
timing.max_slew.rel_slack = 0.669
worstMarginPinSlew_ns = 0.494
drv_slew = 0
hold_ws_ns = 0.514
timing.final.crit_period_ns = 2.16
layout_worst_path_cycle_share = 0.981
timing_hold_violations_final = 0
setup-violations-final = 0
untimed_endpoints = 16
worst_clock_skew_ns = 0.00440
max_clock_freq_mhz = 463

[floorplanning]
core_area_mm2 = 0.00592
chip_area_mm2 = 0.00960
pin_count = 18
rows = 28
floorplan.die.height_um = 98
chipWidth_um = 98
fp-utilization = 0.126

[route]
routed_antenna_nets = 0
routed_wire_length_per_instance_um = 10.9
drt_first_pass_iters = 2
diodes_inserted = 0
num_vias = 654
drc_errors = 0
route.final.wire_length_um = 1900
first_iter_violations = 2
route.detailed.vias_per_inst = 3.74

[cts]
numCtsBuffers = 3
clock_pin_slew_on_the_worst_setup_and_hold_paths_ns = 0.05
clk_latency_ns = 0.23
cts_hold_repair.buffers = 0
clock_tree_from_tritoncts = "yes"
cts.root.buffer_cell = "sky130_fd_sc_hd__clkbuf_8"
cts_htree_levels = 1
cts.path.max_buffers = 2

[run_status]
status = "completed"

[synthesis]
yosysTopAreaCellShare = 0.536
top_cells_by_count = "16 x sky130_fd_sc_hd__dfrtp_1, 4 x sky130_fd_sc_hd__a21oi_1, 4 x sky130_fd_sc_hd__nor3_1"
ys_cells = 61
avgSynthCellArea_um2 = 12.2
adder_share = 0.0168
area_of_the_mapped_netlist_um2 = 747
ys_types = 27
yosys_register_bits = 17
edf_count = 0
xor_share = 0.0352
ys_seq_frac = 0.571
yosysMostFrequentCell = "sky130_fd_sc_hd__dfrtp_1"
synth_compound_gate_area_share = 0.173
synth.cellmix.simpleShare = 0.184
post_synth_inst_count = 61
yosys-mux-area-fraction = 0.0151
synth.yosys.chip_area_um2 = 747
synthesis.yosys.warnings = 2
netlist_logic_family_top = "simple AND/OR/NAND/NOR gates"
flop_cell = "sky130_fd_sc_hd__dfrtp_1"
synthTopCellsByArea = "sky130_fd_sc_hd__dfrtp_1 54%, sky130_fd_sc_hd__dfstp_2 3.5%, sky130_fd_sc_hd__a211o_1 3.5%"
largest_area_cell = "sky130_fd_sc_hd__dfrtp_1"
async_flop_share = 1.00

[placement]
placed_wire_length_estimate_after_detailed_placement_um = 1540
gp_congestion = 0.839
number_of_buffers_inserted_by_port_buffering = 17

[setup_path]
timing.critical_path.fanout_max = 3
rr_worst_depth = 8
arrival_ns = 2.26
critical_path.reg2reg.endpoint = "freq_div.counter[6]"
critical_path.endpoint_type = "register"
reg2reg_setup_slack_ns = 0.05
cp_data_required_time_ns = 2.30
worstSetupPathType = "input port to register"
element_type_at_the_critical_path_start = "input port"
r2r_start = "freq_div.counter[0]"

[global_route]
grt_first_pass_wirelength_um = 3190
grt_max_degree = 11
track_usage = 0.0394
grt_remaining_overflow = 0
antenna_violations_before_repair = 0
first_global_vias = 674

[layout]
areaGrowthSynthToFinish_pct = 62.5
fillCellCount = 615
utilization_after_layout = 0.205
fraction_of_final_layout_cells_with_drive_strength_greater_than_1 = 0.320

[min_path]
worst_hold_path.endpoint = "freq_div.counter[6]"
worst_hold_path_cell_count = 2
hold_start = "freq_div.counter[6]"
hold_class = "register to register"

[flow_run]
openroad.warnings = 26
max-cap-violations = 0
-- state kept, by name (all words and copies together) (netlist names) --
name,count
freq_div.clockout,1
led8_pipe.diode,8
freq_div.counter,8
-- cells in the final DEF (no fill, tap or decap) --
cell,count
sky130_fd_sc_hd__o211ai_1,1
sky130_fd_sc_hd__nand2_1,3
sky130_fd_sc_hd__o21ai_0,2
sky130_fd_sc_hd__o311ai_2,1
sky130_fd_sc_hd__clkdlybuf4s50_1,17
sky130_fd_sc_hd__clkbuf_8,3
sky130_fd_sc_hd__nand4bb_1,1
sky130_fd_sc_hd__mux2_2,1
sky130_fd_sc_hd__xor2_1,1
sky130_fd_sc_hd__a2111oi_0,1
sky130_fd_sc_hd__clkbuf_1,1
sky130_fd_sc_hd__a2111o_1,1
sky130_fd_sc_hd__inv_1,1
sky130_fd_sc_hd__o311ai_1,2
sky130_fd_sc_hd__nor3_1,4
sky130_fd_sc_hd__or2_1,1
sky130_fd_sc_hd__or3_1,2
sky130_fd_sc_hd__a2111oi_1,1
sky130_fd_sc_hd__or3b_1,1
sky130_fd_sc_hd__ha_2,1
sky130_fd_sc_hd__nor2_1,2
sky130_fd_sc_hd__a21oi_2,3
sky130_fd_sc_hd__nand3_1,3
sky130_fd_sc_hd__xnor2_1,2
sky130_fd_sc_hd__dfrtp_1,16
sky130_fd_sc_hd__nor3_4,1
sky130_fd_sc_hd__dfstp_2,1
sky130_fd_sc_hd__a21oi_1,2
sky130_fd_sc_hd__or3_4,2
sky130_fd_sc_hd__buf_4,18
sky130_fd_sc_hd__a211o_1,3
sky130_fd_sc_hd__or4_4,1
-- cell type report --
type | instances | area, µm² | share of cell area
clock buffer | 4 | 45.0 | 0.0371
inverter | 1 | 3.75 | 0.00309
multi-input combinational | 43 | 339 | 0.279
sequential | 17 | 427 | 0.352
tap | 75 | 93.8 | 0.0773
timing repair buffer | 35 | 305 | 0.252
-- power groups by stage --
stage	clock network [mW]	logic, mW	registers, mW
finish	0.190	0.0448	0.166
global route	0.206	0.0493	0.166
CTS	0.198	0.0445	0.166
-- stage by stage --
step	std cells	TNS [ns]	instance area (µm²)	power, mW	setup slack (ns)
2_1_floorplan	61	0	747	0.175	0.00139
3_3_place_gp	168	-0.184	1120	0.213	-0.184
3_5_place_dp	168	-0.222	1120	0.213	-0.222
4_1_cts	172	0	1170	0.408	0.0100
5_1_grt	175	-0.160	1210	0.422	-0.0811
6_report	175	0	1210	0.401	0.0408
-- critical path, stage by stage --
cell and delay, ns:
sky130_fd_sc_hd__clkdlybuf4s50_1 0.43, sky130_fd_sc_hd__a21oi_2 0.17, sky130_fd_sc_hd__ha_2 0.20, sky130_fd_sc_hd__or3b_1 0.36
sky130_fd_sc_hd__or3_4 0.35, sky130_fd_sc_hd__o311ai_2 0.21, sky130_fd_sc_hd__nand3_1 0.09
-- worst max path at each step --
stage | start | to | slack, ns | cells after the start
CTS | freq_div.counter[6] | freq_div.counter[6] | 0.01 | 8
global route | freq_div.counter[0] | freq_div.counter[6] | -0.08 | 8
finish | datain[0] | freq_div.counter[6] | 0.04 | 7
-- per-layer routing --
metal / part of all wire / GRT usage / wire length [µm]
met1: 0.45 / 0.0487 / 861
met2: 0.49 / 0.0655 / 935
met3: 0.048 / 0.0156 / 91
met4: 0.0068 / 0.00336 / 13
met5: 0 / 0 / 0
-- cells by family after synthesis --
group / Yosys count
AND/OR/NAND/NOR: 21
AND-OR/OR-AND: 17
flip-flops: 17
XOR/XNOR: 3
buffers and inverters: 1
multiplexers: 1
adder cells (fa/ha/maj): 1
-- what timing repair did --
item / in CTS / in global routing
buffers inserted: 0 / 3
resized: 0 / 5
setup endpoints to repair: 0 / 2
Power figures rest on the tool's default switching activity, not on a simulated workload.
