===== /design/flow/design.v =====
module freqdiv(clk100M,clr,clk1);
  input       clr;
  input       clk100M;
  output      clk1;
  reg         clk1;
  reg  [26:0] count;
  parameter all  = 99999999,
            half = 49999999;
  always@(posedge clk100M)begin
    if(!clr)begin
      count<=0;
      clk1=1'b0;
    end
    else if(count==half)begin
      count<=count+1'b1;
      clk1<=1'b1;
    end
    else if(count==all)begin
      count<=0;
      clk1<=1'b0;
    end
    else
      count<=count+1'b1;
  end
endmodule
module traffic (
  clk100M,
  rst_n,
  led1,
  led2
);
  input        clk100M;
  input        rst_n;
  output [2:0] led1;
  output [2:0] led2;
  reg    [2:0] led1;
  reg    [2:0] led2;
  reg    [4:0] time_left;
  reg    [1:0] state;
  wire         clk1h;
  parameter[1:0] s1=2'b00,
                 s2=2'b01,
                 s3=2'b10,
                 s4=2'b11; 
  freqdiv dut(
  .clk100M(clk100M),
  .clr(rst_n),
  .clk1(clk1h)  
  );
  always@(posedge clk1h)begin
    if(!rst_n)begin
      time_left<=5'd18;
      state<=s1;
      led1<=3'b100;
      led2<=3'b001;
    end
    else begin
      case(state)
        s1:begin
          if(time_left==0)begin
            time_left<=5'd2;
            state<=s2;
            led1<=3'b100;
            led2<=3'b010;
          end
          else
            time_left<=time_left-1;
        end
        s2:begin
          if(time_left==0)begin
            time_left<=5'd28;
            state<=s3;
            led1<=3'b001;
            led2<=3'b100;
          end
          else
            time_left<=time_left-1;
        end
        s3:begin
          if(time_left==0)begin
            time_left<=5'd2;
            state<=s4;
            led1<=3'b010;
            led2<=3'b100;
          end
          else
            time_left<=time_left-1;
        end
        s4:begin
          if(time_left==0)begin
            time_left<=5'd18;
            state<=s1;
            led1<=3'b100;
            led2<=3'b001;
          end
          else
            time_left<=time_left-1;
        end
      endcase
    end
  end
endmodule

===== /design/flow/run.sh =====
#!/bin/bash
# OpenROAD 26Q1-2900-gdf79404cd8, Yosys 0.63+post, stock flow scripts
make -C /OpenROAD-flow-scripts/flow DESIGN_CONFIG=/design/flow/config.mk WORK_HOME=/design/flow/orfs finish

===== /design/flow/config.mk =====
export PLATFORM = sky130hd
export DESIGN_NAME = traffic
export DESIGN_NICKNAME = traffic
export VERILOG_FILES = /design/flow/design.v
export SDC_FILE = /design/flow/constraint.sdc
export NUM_CORES = 4
export LEC_CHECK = 1
export CORE_UTILIZATION = 30

===== /design/flow/constraint.sdc =====
current_design traffic

set clk_period 3.4
set clk_io_pct 0.2

create_clock -name clk0 -period $clk_period [get_ports {clk100M}]

set non_clock_inputs [all_inputs -no_clocks]
set_input_delay [expr $clk_period * $clk_io_pct] -clock clk0 $non_clock_inputs
set_output_delay [expr $clk_period * $clk_io_pct] -clock clk0 [all_outputs]

==> impl_metrics.json <==
{
  "cap_viol_max_count": 0,
  "clk_pin_slew_ns": 0.10,
  "crit_type": "reg2reg",
  "htreeDepth": 1,
  "rows": 29,
  "fp.dieW_um": 83.59,
  "grt_antenna_before_repair": 0,
  "clk_path_buf_depth": 2,
  "p_leak_nw": 0.6856,
  "syn_area_per_cell_sq_um": 8.218,
  "outcome": "finished clean",
  "fp_util_pct": 31.27,
  "ys_area_sq_um": 1997,
  "worst_slew_pin_slew_ns": 0.6451,
  "worstPathMaxFanout": 13,
  "p_sw_share_pct": 22.57,
  "gp_congestion": 0.8168,
  "rsz0062_at_grt": "false",
  "ir_worst_vdd_v": 0.0002979,
  "grt_pass1_vias": 1555,
  "cts_root_buf": "clkbuf_8",
  "dieHeight_um": 83.59,
  "fmax_mhz": 450.6,
  "clk_latency_ns": 0.27,
  "setup-tns-final_ns": 0,
  "min_path_type": "reg2reg",
  "post-cts-setup-buffers": 0,
  "min_period_ns": 2.219,
  "cts-buffers-inserted": 3,
  "p_int_w": 0.0004516,
  "power.total_w": 0.0005832,
  "grt_max_degree": 21,
  "dp_hpwl_mm": 2.824,
  "port_buffers": 7,
  "use_met2_pct": 19.81,
  "p_seq_share_pct": 60.0,
  "drcViolationCount": 0,
  "syn_inst": 243,
  "drive_above_1_share_pct": 3.704,
  "grt-ovfl-total": 0,
  "untimed_endpoints": 21,
  "ioPinCount": 8,
  "ys_async_sr_fraction_pct": 0,
  "finalHoldViolCount": 0,
  "fin_skew_ns": 0.003936,
  "fin_crit_sh_pct": 65.27,
  "power_per_cell_area_nw_per_um2": 268.4,
  "p_sw_w": 0.0001316,
  "edf_count": 0,
  "wire_per_inst_um": 12.39,
  "p_clk_share_pct": 35.3,
  "openroad.warnings": 25,
  "vias_per_cell": 5.306,
  "slew_headroom_pct": 56.94,
  "finalMaxSlewViolations": 0,
  "setup_viol": 0,
  "met3_usage_pct": 1.606,
  "ctsResizeCount": 0,
  "setup.worst_path.end_class": "register",
  "grt_usage_pct": 12.16,
  "antenna_cells": 0,
  "postRouteAntennaNets": 0,
  "yosysSeqAreaShare_pct": 43.11,
  "num_vias": 1698,
  "startpoint_type": "register",
  "met1_usage_pct": 18.39,
  "ys_warn_count": 2,
  "drt-initial-drc-count": 79,
  "syn-cell-area_sq_um": 1997,
  "cts_tree": "done",
  "critical_path_arrival_ns": 2.43,
  "unclocked_pins": 15,
  "yosysUniqueCellTypes": 41,
  "ff_type": "dfxtp_1",
  "chipArea_sq_um": 6986,
  "busiest_layer": "met2",
  "worstPathRequired_ns": 3.61,
  "finalWirelength_mm": 3.966,
  "design.core.area_sq_um": 6386,
  "area.growth.synth_to_final_pct": 8.834,
  "dr.pass1.iters": 4,
  "p_comb_share_pct": 4.7,
  "synth_stat.cells": 243,
  "cts_hold_buf": 0,
  "grt_pass1_wl_mm": 7.079,
  "synth-seq-cells": 43
}
-- final timing paths --
check | cells past startpoint | end | startpoint | slack [ns]
worst max register to register | 4 | dut.count[23] | dut.count[3] | 1.18
worst max-delay path | 4 | dut.count[23] | dut.count[3] | 1.18
worst min register to register | 1 | dut.count[0] | dut.count[0] | 0.48
worst min-delay path | 1 | dut.count[0] | dut.count[0] | 0.48
-- per-layer routing --
| layer | vias up | routed length [um] |
|---|---|---|
| li1 | 888 | - |
| met1 | 790 | 2022 |
| met2 | 18 | 1805 |
| met3 | 2 | 113 |
| met4 | 0 | 25 |
| met5 | - | 0 |
-- cell usage after synthesis (2+ instances only) --
cell type / number / share of area [%]
nor2_1: 22 / 4.1
nor3b_1: 2 / 0.75
nor4_1: 6 / 1.9
nand2_1: 24 / 4.5
or4_1: 3 / 1.1
dfxtp_1: 43 / 43
nand4_1: 6 / 1.9
or3_1: 8 / 2.5
o211ai_1: 3 / 1.1
a31oi_1: 6 / 1.9
and4_1: 5 / 2.2
nor3_1: 11 / 2.8
o21ai_0: 18 / 4.5
buf_2: 3 / 0.75
xor2_1: 2 / 0.88
ha_1: 2 / 1.3
clkbuf_1: 8 / 1.5
xnor2_1: 10 / 4.4
inv_1: 6 / 1.1
nand3_1: 11 / 2.8
a21oi_1: 20 / 5.0
nand4_2: 2 / 1.3
o221ai_1: 2 / 0.88
and3_1: 3 / 0.94
-- flip-flops by register name (all words and copies together), names as in the netlist --
register,flops
time_left,5
led1,3
dut.count,27
state,4
led2,3
dut.clk1,1
-- layout make-up --
cell class              count  area, sq um
clock buffers               4        55.05
repair buffers              8        77.57
fillers                   664         4213
multi-input cells         182         1061
well taps                  77        96.34
flip-flops and latches     43        860.8
inverters                   6        22.52
-- stage by stage --
step                      cells  setup WS (ns)  util (%)  hold slack, ns  cell area (sq um)
final                       320          1.181     34.03          0.4814               2173
after global routing        320         0.9698     34.03          0.5127               2173
after CTS                   320          1.167     34.03          0.4889               2173
after detailed placement    316          1.192     33.17          0.4661               2118
after global placement      316          1.257     33.17          0.4591               2118
after floorplan             243          1.517         -          0.4398               1997
-- power by group through the flow --
stage         registers (W)  clock network [W]  logic [W]
global route       0.000352           0.000230  0.0000318
finish             0.000350           0.000206  0.0000273
CTS                0.000350           0.000214  0.0000275
-- layout by cell type, fill, tap and decap left out, types with 7 or more instances in the layout --
| master | instances |
|---|---|
| nor3_1 | 11 |
| o21ai_0 | 18 |
| nand2_1 | 24 |
| xnor2_1 | 10 |
| nor2_1 | 22 |
| a21oi_1 | 20 |
| nand3_1 | 11 |
| dfxtp_1 | 43 |
| or3_1 | 8 |
| clkdlybuf4s50_1 | 7 |
-- worst max-delay path: stages, from the launching register on --
cell     delay, ns
dfxtp_1       0.41
nand4_1       0.43
or4_1         0.79
or3_1         0.39
a21oi_1       0.14
-- cell families (layout without fill, tap and decap cells) --
group / Yosys count / count (layout) / synth area share, %
and+or+nand+nor: 111 / 111 / 29.64
AOI/OAI and AO/OA: 57 / 57 / 16.98
DFF: 43 / 43 / 43.11
buffers and inverters: 18 / 18 / 3.759
xor gates and xnor gates: 12 / 12 / 5.263
adders and majority gates: 2 / 2 / 1.253
Power figures rest on the tool's default switching activity, not on a simulated workload.
